===== ./design.v =====
package parser_pkg;
  localparam HEAD_WIDTH       = 512;   
  localparam META_WIDTH       = 512;
  localparam SHIFT_WIDTH      = 16;    
  localparam TYPE_WIDTH       = 8;
  localparam TYPE_NUM         = 2;     
  localparam KEY_FIELD_WIDTH  = 16;
  localparam KEY_FILED_NUM    = 8;
  localparam RULE_NUM         = 8;
  localparam TYPE_OFFSET_WIDTH =$clog2(HEAD_WIDTH/TYPE_WIDTH);
  localparam KEY_OFFSET_WIDTH  =$clog2(HEAD_WIDTH/KEY_FIELD_WIDTH);
  localparam HEAD_SHIFT_WIDTH  =$clog2(HEAD_WIDTH/SHIFT_WIDTH);
  localparam META_SHIFT_WIDTH  =$clog2(META_WIDTH/SHIFT_WIDTH);
  localparam TYPE_CANDI_NUM    =HEAD_WIDTH/TYPE_WIDTH;
  localparam KEY_CANDI_NUM     =HEAD_WIDTH/KEY_FIELD_WIDTH;
  localparam HEAD_CANDI_NUM    =HEAD_WIDTH/SHIFT_WIDTH;
  localparam META_CANDI_NUM    =META_WIDTH/SHIFT_WIDTH;
  localparam TAG_START_BIT     =META_SHIFT_WIDTH;
  localparam TAG_TAIL_BIT      =(TAG_START_BIT + 1);
  localparam TAG_SHIFT_BIT     =(TAG_TAIL_BIT  + 1);
  localparam TAG_VALID_BIT     =(TAG_SHIFT_BIT + 1);
  localparam TAG_WIDTH         =(TAG_VALID_BIT + 1);
  localparam REP_OFFSET_WIDTH  =$clog2(KEY_FILED_NUM);
  typedef struct packed {
    logic [TYPE_NUM-1:0][TYPE_OFFSET_WIDTH-1:0]   type_offset;
    logic [KEY_FILED_NUM-1:0]                     key_offset_v;
    logic [KEY_FILED_NUM-1:0][KEY_OFFSET_WIDTH-1:0]key_offset;
    logic [META_CANDI_NUM-1:0][REP_OFFSET_WIDTH-1:0]key_replaceOffset;
    logic [META_CANDI_NUM-1:0]                    key_replaceOffset_v;
    logic [META_CANDI_NUM-1:0]                    key_replaceOffset_carry;
    logic [HEAD_SHIFT_WIDTH-1:0]                  headShift;
    logic [META_SHIFT_WIDTH-1:0]                  metaShift;
    logic [META_SHIFT_WIDTH-1:0]                  total_metaShift;
    logic                                         metaShift_carry;
    logic [HEAD_WIDTH+TAG_WIDTH-1:0]  head;
    logic [META_WIDTH+TAG_WIDTH-1:0]  meta;
  } layer_info_t;
  typedef struct packed {
    logic                                           typeRule_valid;
    logic [TYPE_NUM-1:0][TYPE_WIDTH-1:0]            typeRule_typeData;
    logic [TYPE_NUM-1:0][TYPE_WIDTH-1:0]            typeRule_typeMask;
    logic [TYPE_NUM-1:0][TYPE_OFFSET_WIDTH-1:0]     typeRule_typeOffset;
    logic [KEY_FILED_NUM-1:0]                       typeRule_keyOffset_v;
    logic [KEY_FILED_NUM-1:0][KEY_OFFSET_WIDTH-1:0] typeRule_keyOffset;
    logic [KEY_FILED_NUM-1:0][KEY_OFFSET_WIDTH-1:0] typeRule_keyReplaceOffset;
    logic [HEAD_SHIFT_WIDTH-1:0]                    typeRule_headShift;
    logic [META_SHIFT_WIDTH-1:0]                    typeRule_metaShift;
  } type_rule_t;
  typedef struct packed {
    logic [TYPE_NUM-1:0][TYPE_OFFSET_WIDTH-1:0]     typeOffset;
    logic [KEY_FILED_NUM-1:0]                       keyOffset_v;
    logic [KEY_FILED_NUM-1:0][KEY_OFFSET_WIDTH-1:0] keyOffset;
    logic [HEAD_SHIFT_WIDTH-1:0]                    headShift;
    logic [META_SHIFT_WIDTH-1:0]                    metaShift;
    logic [META_SHIFT_WIDTH-1:0]                    total_metaShift;
    logic                                           metaShift_carry;
    logic [KEY_FILED_NUM-1:0][KEY_OFFSET_WIDTH-1:0] k_replaceOffset;
    logic [META_CANDI_NUM-1:0][REP_OFFSET_WIDTH-1:0]m_replaceOffset;
    logic [META_CANDI_NUM-1:0]                      m_replaceOffset_v;
    logic [META_CANDI_NUM-1:0]                      m_replaceOffset_carry;
  } lookup_rst_t;
  localparam  LAYER_0 = 0,
              LAYER_1 = 1,
              LAYER_2 = 2,
              LAYER_3 = 3;
endpackage
module Extract_Field #(
  parameter   CANDI_NUM             = 128,
  parameter   OFFSET_WIDTH          = 7,
  parameter   EXTRACT_WIDTH         = 8,
  parameter   INSERT_ONE_CLK        = 0
)(
  input   wire                                          i_clk,
  input   wire                                          i_rst_n,
  input   wire  [CANDI_NUM-1:0][EXTRACT_WIDTH-1:0]      i_data,
  output  wire  [EXTRACT_WIDTH-1:0]                     o_extract_data,
  input   wire  [OFFSET_WIDTH:0]                        i_offset
);
  wire  [EXTRACT_WIDTH-1:0]         w_extract_data;
  reg   [EXTRACT_WIDTH-1:0]         r_extract_data;
  assign w_extract_data = i_offset[OFFSET_WIDTH]? i_data[i_offset[OFFSET_WIDTH-1:0]]: 'b0;
  assign o_extract_data = (INSERT_ONE_CLK)? r_extract_data: w_extract_data;
  always @(posedge i_clk) begin
    r_extract_data  <= w_extract_data;
  end
endmodule    

===== ./run.sh =====
#!/bin/bash
# OpenROAD 26Q1-2900-gdf79404cd8, Yosys 0.63+post, stock flow scripts
make -C /OpenROAD-flow-scripts/flow DESIGN_CONFIG=/design/flow/config.mk WORK_HOME=/design/flow/orfs finish

===== ./config.mk =====
export PLATFORM = sky130hd
export DESIGN_NAME = Extract_Field
export DESIGN_NICKNAME = Extract_Field
export VERILOG_FILES = /design/flow/design.v
export SDC_FILE = /design/flow/constraint.sdc
export NUM_CORES = 4
export LEC_CHECK = 1
export CORE_AREA = 10 10 401 401
export DIE_AREA = 0 0 411 411

===== ./constraint.sdc =====
current_design Extract_Field

set clk_period 6.6
set clk_io_pct 0.2

create_clock -name clk0 -period $clk_period

set non_clock_inputs [all_inputs -no_clocks]
set_input_delay [expr $clk_period * $clk_io_pct] -clock clk0 $non_clock_inputs
set_output_delay [expr $clk_period * $clk_io_pct] -clock clk0 [all_outputs]

==> job_summary.md <==
### Yosys + OpenROAD results

| Metric | Value |
|---|---|
| Status | `complete, no violations` |
| IO buf count | `1040` |
| Dpl hpwl | `105800 µm` |
| Final Non-Filler Cells | `between 3000 and 4000` |
| Setup bufs post-CTS | `0` |
| Core Util at FP | `0.05464` |
| Met1 Usage GRT | `0.1440` |
| Fill count | `roughly 17000` |
| Seq share, synth | `0` |
| Cell type with the largest total area | `mux4_2` |
| DIE AREA | `between 150000 and 200000 µm²` |
| FP Rows | `143` |
| Final Hold Vio Count | `0` |
| Routed len/inst | `~30 µm` |
| Vias per cell | `3.241` |
| Io pins | `1042` |
| Critical path required time | `5280 ps` |
| Dpl cells | `3773` |
| Top-count cell post-synth | `mux4_2` |
| Max-cap violations | `0` |
| Chip Area, Yosys | `approximately 8300 µm²` |
| Most frequent cells after synthesis | `200 x mux4_2, 156 x mux2i_1, 88 x a22oi_1` |
| Grt peak-use layer | `met2` |
| Total wire length | `between 100000 and 150000 µm` |
| DRT antenna net count | `0` |
| Die X | `411 µm` |
| Clock buf count | `0` |
| Worst-path fanout max | `30` |
| Layout cells sized above 1 | `0.1652` |
| DRC errors left | `0` |
| GRT met2 Usage | `0.2439` |
| Slowest stage cell, crit path | `o22ai_1` |
| Via count | `approximately 12000` |
| Critical Path Max Stage Delay | `~680 ps` |
| Maximum vdd ir drop | `0.00002733 V` |
| Period utilization | `0.8830` |
| Crit path time final | `just under 6000 ps` |
| Die height | `slightly above 400 µm` |
| Setup-failing EPs final | `0` |
| Arrival @ worst endpoint | `~4500 ps` |
| CP endpoint kind | `primary output` |
| Worst Setup Slack, final | `slightly below 800 ps` |
| Yosys cell count | `between 700 and 800` |
| Cell area after layout | `~22000 µm²` |
| Synth warn | `1` |
| Wire length of the first global-routing pass | `approximately 140000 µm` |
| Area Overhead vs Synth | `159.2%` |
| Overall routing resource usage | `0.1303` |
| Top cell area share | `0.5427` |
| Vias in the first global route | `13480` |
| CP Class | `primary input to primary output` |
| PD cells | `65.31 nW/µm²` |
| Top area cell types | `mux4_2 54%, mux2i_1 19%, a22oi_1 8.0%` |
| Netlist cell types | `around 42` |
| Pin count of the biggest net entering global routing | `approximately 78` |
| CP startpoint kind | `primary input` |
| Flop area | `0 µm²` |
| Area after DPL | `21480 µm²` |
| Total grt overflow | `0` |
| Met3 Track Usage GR | `0.04735` |
| Count of hold-fix buffers inserted at cts | `0` |
| Slew @ Worst Pin | `roughly 870 ps` |
| Post-Synthesis Cells | `733` |
| Max Fclk | `~170 MHz` |
| P_leak | `just over 7 nW` |
| Cell Chain, Critical Path | `buf_8 -> buf_12 -> buf_4 -> mux4_2 -> o22ai_1 -> o21ai_1 -> a32oi_1 -> nand3_1 -> clkdlybuf4s50_1` |
| Antenna violations before repair | `59` |
| RSZ-0062 raised after global routing | `false` |
| Seq_cells | `0` |
| Core area | `about 150000 µm²` |
| Total tool warning count | `34` |
| Iter 0 DRT Violations | `roughly 660` |
| Pre-Repair DR Iteration Count | `5` |
| Pre-CTS WS | `653.6 ps` |
| Hold WC Path Type | `primary input to primary output` |
| Post-Syn Area per Cell | `about 11 µm²` |
| # resized after CTS | `0` |
| Final slew viol count | `0` |
| Post-Syn Area | `8300 µm²` |
| Post-route setup TNS | `0 ps` |
| Gp weighted congestion | `between 0.9 and 1` |
| Max_slew headroom | `0.4009` |
-- power breakdown --
part	switching [mW]	internal [mW]	total (mW)	leakage, nW
clock network	0	0.000000249	0.000000249	0.0000824
logic	0.539	0.866	1.41	7.14
registers	0	0	0	0
total	0.539	0.866	1.41	7.14
-- kinds of logic after synthesis --
group                  synth area share
multiplexers                     0.7335
buffers and inverters           0.05442
AND/OR/NAND/NOR                 0.06753
AND-OR/OR-AND                    0.1446
-- metal layers --
layer	vias up	share of wire
li1	5312	-
met1	6025	0.35
met2	794	0.54
met3	114	0.095
met4	24	0.010
met5	-	0.0013
-- worst paths after layout --
kind	from	endpoint	slack [ps]	cells past startpoint
worst max-delay path	i_offset[0]	o_extract_data[5]	770	9
worst min-delay path	i_offset[0]	o_extract_data[1]	3950	6
-- cell type report --
cell class / count / area, µm² / area share
Antenna cell: 13 / 32.53 / 0.001512
Inverter: 1 / 3.754 / 0.0001745
Multi-Input combinational cell: 633 / 7899 / 0.3671
Tap cell: 2030 / 2540 / 0.1181
Timing Repair Buffer: 1109 / 11040 / 0.5131
-- cell usage in the layout (no fill, tap or decap), types with 3 or more instances in the layout --
| cell type | Yosys | layout |
|---|---|---|
| a211oi_1 | 6 | 6 |
| a21oi_1 | 25 | 25 |
| a221oi_1 | 6 | 6 |
| a22oi_1 | 88 | 88 |
| a32oi_1 | 7 | 7 |
| buf_12 | 0 | 9 |
| buf_4 | 2 | 62 |
| clkdlybuf4s50_1 | 0 | 1035 |
| diode_2 | 0 | 13 |
| mux2i_1 | 156 | 156 |
| mux4_2 | 200 | 200 |
| nand2_1 | 13 | 12 |
| nand2b_1 | 3 | 3 |
| nand3_1 | 45 | 45 |
| nand4_1 | 7 | 7 |
| nor2_1 | 6 | 5 |
| nor2b_1 | 12 | 7 |
| nor2b_4 | 0 | 4 |
| nor3_1 | 4 | 4 |
| o21ai_0 | 6 | 6 |
| o21ai_1 | 12 | 12 |
| o221ai_1 | 6 | 6 |
| o22ai_1 | 6 | 6 |
-- worst max-delay path, delay by kind of cell --
kind,cells,cell delay [ps]
compound gates,3,1050
buf+inv,4,1430
mux,1,520
simple gates,1,100
-- metrics by stage --
step | power, mW | util | hold slack [ps]
global placement | 1.436 | 0.1414 | 3966
CTS | 1.446 | 0.1414 | 3960
finish | 1.405 | 0.1416 | 3949
floorplan | 0.4544 | - | 2850
global route | 1.494 | 0.1415 | 4003
detailed placement | 1.438 | 0.1414 | 3952
No activity file was given, so power comes from the tool's default toggle rates.
