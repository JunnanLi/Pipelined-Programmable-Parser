===== flow/design.v =====
package parser_pkg;
  localparam HEAD_WIDTH       = 512;   
  localparam META_WIDTH       = 512;
  localparam SHIFT_WIDTH      = 16;    
  localparam TYPE_WIDTH       = 8;
  localparam TYPE_NUM         = 2;     
  localparam KEY_FIELD_WIDTH  = 16;
  localparam KEY_FILED_NUM    = 8;
  localparam RULE_NUM         = 8;
  localparam TYPE_OFFSET_WIDTH =$clog2(HEAD_WIDTH/TYPE_WIDTH);
  localparam KEY_OFFSET_WIDTH  =$clog2(HEAD_WIDTH/KEY_FIELD_WIDTH);
  localparam HEAD_SHIFT_WIDTH  =$clog2(HEAD_WIDTH/SHIFT_WIDTH);
  localparam META_SHIFT_WIDTH  =$clog2(META_WIDTH/SHIFT_WIDTH);
  localparam TYPE_CANDI_NUM    =HEAD_WIDTH/TYPE_WIDTH;
  localparam KEY_CANDI_NUM     =HEAD_WIDTH/KEY_FIELD_WIDTH;
  localparam HEAD_CANDI_NUM    =HEAD_WIDTH/SHIFT_WIDTH;
  localparam META_CANDI_NUM    =META_WIDTH/SHIFT_WIDTH;
  localparam TAG_START_BIT     =META_SHIFT_WIDTH;
  localparam TAG_TAIL_BIT      =(TAG_START_BIT + 1);
  localparam TAG_SHIFT_BIT     =(TAG_TAIL_BIT  + 1);
  localparam TAG_VALID_BIT     =(TAG_SHIFT_BIT + 1);
  localparam TAG_WIDTH         =(TAG_VALID_BIT + 1);
  localparam REP_OFFSET_WIDTH  =$clog2(KEY_FILED_NUM);
  typedef struct packed {
    logic [TYPE_NUM-1:0][TYPE_OFFSET_WIDTH-1:0]   type_offset;
    logic [KEY_FILED_NUM-1:0]                     key_offset_v;
    logic [KEY_FILED_NUM-1:0][KEY_OFFSET_WIDTH-1:0]key_offset;
    logic [META_CANDI_NUM-1:0][REP_OFFSET_WIDTH-1:0]key_replaceOffset;
    logic [META_CANDI_NUM-1:0]                    key_replaceOffset_v;
    logic [META_CANDI_NUM-1:0]                    key_replaceOffset_carry;
    logic [HEAD_SHIFT_WIDTH-1:0]                  headShift;
    logic [META_SHIFT_WIDTH-1:0]                  metaShift;
    logic [META_SHIFT_WIDTH-1:0]                  total_metaShift;
    logic                                         metaShift_carry;
    logic [HEAD_WIDTH+TAG_WIDTH-1:0]  head;
    logic [META_WIDTH+TAG_WIDTH-1:0]  meta;
  } layer_info_t;
  typedef struct packed {
    logic                                           typeRule_valid;
    logic [TYPE_NUM-1:0][TYPE_WIDTH-1:0]            typeRule_typeData;
    logic [TYPE_NUM-1:0][TYPE_WIDTH-1:0]            typeRule_typeMask;
    logic [TYPE_NUM-1:0][TYPE_OFFSET_WIDTH-1:0]     typeRule_typeOffset;
    logic [KEY_FILED_NUM-1:0]                       typeRule_keyOffset_v;
    logic [KEY_FILED_NUM-1:0][KEY_OFFSET_WIDTH-1:0] typeRule_keyOffset;
    logic [KEY_FILED_NUM-1:0][KEY_OFFSET_WIDTH-1:0] typeRule_keyReplaceOffset;
    logic [HEAD_SHIFT_WIDTH-1:0]                    typeRule_headShift;
    logic [META_SHIFT_WIDTH-1:0]                    typeRule_metaShift;
  } type_rule_t;
  typedef struct packed {
    logic [TYPE_NUM-1:0][TYPE_OFFSET_WIDTH-1:0]     typeOffset;
    logic [KEY_FILED_NUM-1:0]                       keyOffset_v;
    logic [KEY_FILED_NUM-1:0][KEY_OFFSET_WIDTH-1:0] keyOffset;
    logic [HEAD_SHIFT_WIDTH-1:0]                    headShift;
    logic [META_SHIFT_WIDTH-1:0]                    metaShift;
    logic [META_SHIFT_WIDTH-1:0]                    total_metaShift;
    logic                                           metaShift_carry;
    logic [KEY_FILED_NUM-1:0][KEY_OFFSET_WIDTH-1:0] k_replaceOffset;
    logic [META_CANDI_NUM-1:0][REP_OFFSET_WIDTH-1:0]m_replaceOffset;
    logic [META_CANDI_NUM-1:0]                      m_replaceOffset_v;
    logic [META_CANDI_NUM-1:0]                      m_replaceOffset_carry;
  } lookup_rst_t;
  localparam  LAYER_0 = 0,
              LAYER_1 = 1,
              LAYER_2 = 2,
              LAYER_3 = 3;
endpackage
module Replace_MAC_ADDR (
  input   wire                  i_clk,
  input   wire                  i_rst_n,
  input   wire                  i_pkt_valid,
  input   wire  [133:0]         i_pkt,
  output  reg                   o_pkt_valid,
  output  reg   [133:0]         o_pkt,
  input   wire                  i_meta_valid,
  input   wire  [127:0]         i_meta
);
  reg                           r_pkt_valid;
  reg            [133:0]        r_pkt;
  always @(posedge i_clk or negedge i_rst_n) begin
    if(~i_rst_n) begin
      r_pkt_valid                       <= 1'b0;
      o_pkt_valid                       <= 1'b0;
    end else begin
      r_pkt_valid                       <= i_pkt_valid;
      r_pkt                             <= i_pkt;
      o_pkt_valid                       <= r_pkt_valid;
      o_pkt                             <= r_pkt;
      if(r_pkt_valid == 1'b1 && r_pkt[133:132] == 2'b01) begin
        o_pkt[127:32]                   <= i_meta[127:32];
      end
    end
  end
endmodule

===== flow/run.sh =====
#!/bin/bash
# OpenROAD 26Q1-2900-gdf79404cd8, Yosys 0.63+post, stock flow scripts
make -C /OpenROAD-flow-scripts/flow DESIGN_CONFIG=/design/flow/config.mk WORK_HOME=/design/flow/orfs finish

===== flow/config.mk =====
export PLATFORM = sky130hd
export DESIGN_NAME = Replace_MAC_ADDR
export DESIGN_NICKNAME = Replace_MAC_ADDR
export VERILOG_FILES = /design/flow/design.v
export SDC_FILE = /design/flow/constraint.sdc
export NUM_CORES = 4
export LEC_CHECK = 1
export CORE_UTILIZATION = 40

===== flow/constraint.sdc =====
current_design Replace_MAC_ADDR

set clk_period 4.9
set clk_io_pct 0.2

create_clock -name clk0 -period $clk_period [get_ports {i_clk}]

set non_clock_inputs [all_inputs -no_clocks]
set_input_delay [expr $clk_period * $clk_io_pct] -clock clk0 $non_clock_inputs
set_output_delay [expr $clk_period * $clk_io_pct] -clock clk0 [all_outputs]

==> Changelog: implementation <==
## Flow update

* Largest net degree at the start of global routing at 109
* Gr ovfl total at 0
* 1st-pass router iterations at 4
* Worst min path class: reg2reg
* Clk slew on worst S/H paths at 60 ps
* Synthesized area per cell at 25.0 um^2
* Crit-path max FO at 1
* YS warnings at 1
* Clock Sinks at 270
* H-tree depth at 1
* Starting DRT DRC Count at 242
* Remaining DRCs at 0
* Post-CTS Setup Bufs at 0
* Leakage power at 5.15 nW
* Delay-heaviest family, CP: buffers and inverters
* Log Warnings at 60
* Resized Gates After CTS at 0
* Status: completed
* Non-filler cells, final at 1103
* DR WL met3 at 2.88 mm
* GRT Resource Usage Total at 18.3%
* Post-synth regs at 270
* Worst VDD drop at 0.318 mV
* CTS Buf Count at 28
* Filler Cell Count at 1647
* Crit Path Class: reg2out
* Core area at 22800 um^2
* TritonCTS clock tree: done
* Area leader, netlist: edfxtp_1
* Unrepaired setup endpoints after global routing: false
* Critical Path Start Type: flip-flop
* Cell with the most instances after synthesis: edfxtp_1
* Detailed Place HPWL at 14.3 mm
* Actual slew at the worst max-slew pin at 661 ps
* Cells after Synth at 377
* Fraction of layout cells with a size suffix above 1 at 17.4%
* Worst endpoint required time at 3920 ps
* Vias in the first global route at 5229
* FP Util at 41.3%
* Leading cell types by count after synthesis: 268 x edfxtp_1, 56 x mux2_2, 40 x mux2_4, 5 x buf_2, 5 x buf_6
* Drt via density at 4.51
* Clk latency of the worst-skew pair at 530 ps
* Hold Path Origin: r_pkt[12]
* Setup TNS at 0 ps
* Total Power at 5.22 mW
* Fin. max-slew vios at 0
* Die x size at 156 um
* Post-synth ARST share at 0.741%
* Final Hold Vio Count at 0
* Max_slew headroom at 56.0%
* Top FF cell, synth: edfxtp_1
* Slowest cell on the critical path: clkdlybuf4s50_1
* Final Cycle Share at 48.4%
* Crit path buf inv count at 1
* Ys cells at 377
* Reg-to-Reg Start: r_pkt[132]
* Final Skew at 17.0 ps
* F_max at 421 MHz
* Top-area cell share at 85.3%
* Placed cells at 1051
* Vias at 4979
* Distinct lib cells at 7
* Final setup vio count at 0
* Max Cap Viol at 0
* IO buf count at 367
* Clock root buffer: clkbuf_16
* DIE HEIGHT at 156 um
* CP Launch Point: o_pkt[54]
* Area Growth Syn to Fin at 51.7%
* Drt wl/cell at 18.6 um
* WL final at 20.6 mm
* First-pass GRT wire length at 30.0 mm
* Top cells, area: edfxtp_1 85%, mux2_2 6.7%, mux2_4 6.4%, buf_6 0.60%, dfrtp_1 0.53%
* Critical Path AT at 1390 ps
* Worst setup EP type: primary output
* Initial antenna violation count at 3
* DRT antenna net count at 0
* Post-synth seq share at 85.9%
* Post-synthesis instance area at 9430 um^2
* GPL Wtd Cong at 0.810
* I/O pins at 401
* Crit-path max cell delay at 530 ps
* Wl on met1 at 7.31 mm
* Summed standard-cell area reported by yosys at 9430 um^2
* Worst-case clock buffer depth at 3
* Hold-fix buffer count after cts at 0
* Die area at 24200 um^2
* Top Layer Used: met5
* PwrDens at 365 nW/um^2
* Num rows at 55
* Crit-path cells: clkdlybuf4s50_1
* Met2 routed WL at 9.84 mm
* Shortest period the worst path allows at 2370 ps
* EDFF count, synth at 268
## power breakdown
group          switching [mW]  internal (mW)
combinational           0.130          0.380
clock                   0.817           1.10
sequential             0.0427           2.75
## layout make-up
cell class,instances,area [um^2],share of cell area [%]
diodes,1,2.50,0.0175
clock buffers,35,727,5.08
flip-flops and latches,270,8100,56.6
repair buffers,371,3730,26.1
multi-input cells,97,1250,8.74
clock inverters,16,105,0.735
well taps,313,392,2.74
## metrics by stage
step	hold slack (ps)	setup WS, ps	instance area [um^2]	utilization [%]
after floorplan	400	3420	9430	-
after global placement	401	2480	13500	59.0
after detailed placement	405	2450	13500	59.0
after CTS	415	2470	14300	62.6
after global routing	420	2440	14300	62.6
final	416	2530	14300	62.6
## worst paths after layout
check	end	slack, ps	cells past startpoint
max	o_pkt[54]	2530	1
min	o_pkt[12]	420	0
max reg2reg	o_pkt[51]	2990	3
min reg2reg	o_pkt[12]	420	0
max in group asynchronous	o_pkt_valid	4070	1
min in group asynchronous	r_pkt_valid	450	1
## state kept, by name (all words and copies together), names as in the netlist
register,flops
o_pkt,134
r_pkt,134
o_pkt_valid,1
r_pkt_valid,1
## logic make-up (layout without fill, tap and decap cells)
group | count (synthesis) | in the layout | share of synthesized area, %
AND/OR/NAND/NOR | 1 | 1 | 0.212
other | 0 | 1 | 0
multiplexers | 96 | 96 | 13.1
buffers and inverters | 10 | 422 | 0.862
flip-flops | 270 | 270 | 85.9
## cell usage in the layout, fill, tap and decap left out
cell type,count
clkbuf_16,28
clkbuf_1,7
clkinv_8,1
clkdlybuf4s50_1,366
mux2_2,56
nand3b_4,1
clkinv_1,9
mux2_4,40
buf_8,1
buf_4,2
bufinv_16,1
diode_2,1
edfxtp_1,268
clkinv_2,5
buf_12,2
dfrtp_1,2
## routing by layer
| metal | vias up | global-route usage [%] |
|---|---|---|
| met3 | 36 | 9.08 |
| met5 | - | 0 |
| met2 | 266 | 27.5 |
| met1 | 2368 | 25.8 |
| li1 | 2307 | - |
| met4 | 2 | 4.76 |
Power figures rest on the tool's default switching activity, not on a simulated workload.
